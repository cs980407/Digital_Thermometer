## design/flow/design.v

```verilog
module dht11(
    input               clk,   
    input               rst_n,                                   
    input               dht11,   
  	output  reg  [7:0] 	Out1,Out2,Out3,Out4,
    output 	reg 		TH,TL,  
  output reg  [31:0] data_valid
); 
reg[5:0]   data_count;                                       
reg[39:0]  data_temp;        
  reg [3:0] i ;
  reg count_finish;
always @ (posedge clk or negedge rst_n) begin
    if(!rst_n) 
	 begin
		data_temp  <= 40'd0;
        data_count <= 6'd0;
    end 
    else 
				begin
                  data_count <= data_count + 1'b1;
              case(dht11)
                0: data_temp <= {data_temp[38:0],1'b0}                  ;
                1: data_temp <= {data_temp[38:0],1'b1}; 
              endcase
                if(data_count == 40)                                       
					 begin
                       count_finish=1;
                   data_valid <= data_temp[39:8];  
                end
            end 
end
  always@(data_valid or count_finish)
    begin
      TH=0; TL=0;
    if(count_finish==1)
      begin
      for (i = 0; i < 8; i = i+1)
		begin
          Out1[i] = data_valid[24+i];
          Out2[i] = data_valid[16+i];
          Out3[i] = data_valid[8+i];
          Out4[i] = data_valid[i];
        end
       if ((data_valid[15:8] > 35))
           TH = 1;
       else
            TL = 1;
    end
    end
endmodule
```

## design/flow/run.sh

```bash
#!/bin/bash
# OpenROAD 26Q1-2900-gdf79404cd8, Yosys 0.63+post, stock flow scripts
make -C /OpenROAD-flow-scripts/flow DESIGN_CONFIG=/design/flow/config.mk WORK_HOME=/design/flow/orfs finish
```

## design/flow/config.mk

```make
export PLATFORM = sky130hd
export DESIGN_NAME = dht11
export DESIGN_NICKNAME = dht11
export VERILOG_FILES = /design/flow/design.v
export SDC_FILE = /design/flow/constraint.sdc
export NUM_CORES = 4
export LEC_CHECK = 1
export CORE_UTILIZATION = 50
```

## design/flow/constraint.sdc

```tcl
current_design dht11

set clk_period 4.3
set clk_io_pct 0.2

create_clock -name clk0 -period $clk_period [get_ports {clk}]

set non_clock_inputs [all_inputs -no_clocks]
set_input_delay [expr $clk_period * $clk_io_pct] -clock clk0 $non_clock_inputs
set_output_delay [expr $clk_period * $clk_io_pct] -clock clk0 [all_outputs]
```

==> summary.txt <==
Share of post-route cells with drive strength above 1 -> 0.0994
GP Congestion -> 0.708
Clock network fraction of total power -> 0.430
RSZ-0062 raised after global routing -> no
Initial antenna violation count -> 0
Hold_buf cts -> 0
GRT Total Usage -> 0.136
Area growth, synth to finish -> 31.0%
Clk_skew -> 0.00877 ns
Leak -> 0.00128 µW
Setup TNS -> 0 ns
CP Capture Type -> output pin
Fillers -> 332
FMAX -> 0.406 GHz
Final WS setup -> 1.84 ns
Global route hottest layer -> met1
Ys async rst share -> 0.590
Cells after Synth -> 127
Hpwl dp -> 1960 µm
Final Hold Vio Count -> 0
Hold_sp -> data_temp[6]
CTS buffer count -> 9
First-pass iteration count of the detailed router -> 3
Clock Sinks -> 78
Top-count cell post-synth -> dfrtp_1
Logic pwr share -> 0.007
Sequential Power Share -> 0.563
DIE WIDTH -> 72.4 µm
Vias -> 1068
Grt ovf -> 0
Post-DP Area -> 3020 µm²
CP Data Arrival Time -> 1.60 ns
IO Port Bufs -> 68
Design area -> 3250 µm²
Peak supply drop -> 0.452 mV
Slew HR -> 0.632
Cells in synth_stat.txt -> 127
DRT Wirelength -> 3170 µm
First-pass GRT wire length -> 4830 µm
Top cell area share -> 0.464
Met1 usage -> 0.250
DRT antenna net count -> 0
Global routing usage on met3 -> 0.0761
YS warnings -> 1
FF-to-FF setup slack -> 2.61 ns
Via/cell ratio -> 4.31
Fin crit period -> 2.46 ns
Sequential share of the synthesized area -> 0.851
# setup viols final -> 0
Largest cells by area -> dfrtp_1 46%, edfxtp_1 39%, buf_4 9.7%, ha_1 1.0%, xnor2_1 0.71%
Synth top cells by count -> 46 x dfrtp_1, 32 x buf_4, 32 x edfxtp_1
CTS tree -> yes
Area leader, netlist -> dfrtp_1
I/O Pins -> 69
Crit Reg-Reg Endpoint -> data_valid[0]
Largest net degree at the start of global routing -> 48
Drt drc -> 0
MaxCap Viol Count -> 0
Worst slew pin tran -> 0.551 ns
Most used flip-flop cell -> dfrtp_1
Dpl ws -> 1.70 ns
Vias in the first global route -> 963
Cell internal pwr -> 1180 µW
Initial DRC count -> 57
CP cell instances -> o31ai_1 > nand2_1 > inv_1 > clkdlybuf4s50_1
Cell area after synthesis -> 2480 µm²
Crit Path Max Fanout -> 3
DR WL/cell -> 12.8 µm
Syn avg cell area -> 19.5 µm²
Cell row count -> 25
Chip Area -> 5250 µm²
Hold EP -> data_temp[7]
Synthesized registers -> 78
ANT cells -> 0
CP required -> 3.44 ns
Clock tree buffer depth -> 2
Worst R2R Path Depth -> 5
Switching part of the total power -> 0.176
H-Tree Level Count -> 3
Post-synth EDFFs -> 32
OpenROAD warning count -> 26
Crit path largest cell delay -> 0.45 ns
Worst Setup Path Type -> reg2out
Outcome -> finished clean
Reg2Reg Launch Point -> data_count[0]
NetSw -> 251 µW
Type of the worst min-delay path -> reg2reg
Core area -> 4750 µm²
Startpoint Class -> flop
CP max-delay cell -> clkdlybuf4s50_1
Root Buffer -> clkbuf_8
Worst skew pair latency -> 0.34 ns
Pwr dens -> 439 nW/µm²
FP Core Util -> 0.522
Die height -> 72.4 µm
Clock transition at path regs -> 0.08 ns
Max Transition Viols Final -> 0
Hold path cells -> 0
Hold_ws -> 0.348 ns
Post-CTS sizing -> 0
Yosys cell types -> 15
GR Util met2 -> 0.164
Yosys stat chip area -> 2480 µm²
Fin crit share -> 0.573
Post-CTS setup buffer count -> 0
## cells by family after synthesis
logic type	count (synthesis)	share of synthesized area
flops	78	0.851
fa+ha+maj	2	0.0101
buf+inv	35	0.101
compound gates	1	0.00303
simple gates	7	0.0202
xor+xnor	4	0.0141
## worst max path at each step
| stage | startpoint | to | slack [ns] | cells past startpoint |
|---|---|---|---|---|
| 6_report | data_valid[12] | TL | 1.84 | 4 |
| 5_1_grt | data_valid[12] | TL | 1.76 | 4 |
| 4_1_cts | data_valid[10] | TL | 1.80 | 4 |
## power by group through the flow
stage / combinational [µW] / clock [µW] / sequential [µW]
6_report: 9.57 / 614 / 803
5_1_grt: 11.5 / 665 / 805
4_1_cts: 10.3 / 630 / 803
## placed cells by master, fill, tap and decap left out
master,synthesis,final
nand2_1,1,1
clkbuf_1,0,1
xor2_1,2,2
nand3_2,1,1
nand4b_1,1,1
nand3_1,1,1
ha_1,2,2
nor3b_2,0,1
o31ai_1,1,1
dfrtp_1,46,46
buf_4,32,2
and3_4,1,1
clkinv_1,0,3
nor2_1,1,1
xnor2_1,2,2
inv_1,3,3
bufinv_16,0,3
clkdlybuf4s50_1,0,67
clkbuf_8,0,9
edfxtp_1,32,32
buf_2,0,1
## area by class of cell
| cell class | instances | area (µm²) | share of cell area |
|---|---|---|---|
| clock inverter | 6 | 101 | 0.0312 |
| inverter | 3 | 11.3 | 0.00347 |
| clock buffer | 10 | 128 | 0.0393 |
| multi-input combinational | 14 | 123 | 0.0377 |
| sequential | 78 | 2110 | 0.650 |
| timing repair buffer | 70 | 691 | 0.213 |
| tap | 67 | 83.8 | 0.0258 |
## state kept, by name (all words and copies together), names as in the netlist
register and count:
data_count 6, data_valid 32, data_temp 40
## layer usage
layer,up-vias,part of all wire
met5,-,0
met2,51,0.42
met3,7,0.097
li1,496,-
met1,514,0.46
met4,0,0.024
## through the flow
| stage | cells | utilization | total power [µW] |
|---|---|---|---|
| floorplan | 127 | - | 815 |
| global placement | 232 | 0.635 | 828 |
| detailed placement | 232 | 0.635 | 828 |
| CTS | 248 | 0.683 | 1440 |
| global route | 248 | 0.683 | 1480 |
| finish | 248 | 0.683 | 1430 |
## worst max-delay path: cells and delay by family, from the launching register on
family | cells | cell delay [ns]
AND/OR/NAND/NOR | 1 | 0.10
flip-flops | 1 | 0.40
buffers and inverters | 2 | 0.50
AND-OR/OR-AND | 1 | 0.26
Power and IR drop assume default switching activity.
